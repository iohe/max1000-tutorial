--- design/flow/constraint.sdc ---
current_design uart_mem_dump

set clk_period 8.4
set clk_io_pct 0.2

create_clock -name clk0 -period $clk_period [get_ports {clk}]

set non_clock_inputs [all_inputs -no_clocks]
set_input_delay [expr $clk_period * $clk_io_pct] -clock clk0 $non_clock_inputs
set_output_delay [expr $clk_period * $clk_io_pct] -clock clk0 [all_outputs]
--- design/flow/config.mk ---
export PLATFORM = sky130hd
export DESIGN_NAME = uart_mem_dump
export DESIGN_NICKNAME = uart_mem_dump
export VERILOG_FILES = /design/flow/design.v
export SDC_FILE = /design/flow/constraint.sdc
export NUM_CORES = 4
export LEC_CHECK = 1
export CORE_UTILIZATION = 40
--- design/flow/run.sh ---
#!/bin/bash
# OpenROAD 26Q1-2900-gdf79404cd8, Yosys 0.63+post, stock flow scripts
make -C /OpenROAD-flow-scripts/flow DESIGN_CONFIG=/design/flow/config.mk WORK_HOME=/design/flow/orfs finish
--- design/flow/design.v ---
module uart_mem_dump
(
	input clk,
	input nreset,
	output reg [ADDR_W-1:0] mem_addr,
	input wire [DATA_W-1:0] mem_data,
	output reg mem_read,	 
	input wire mem_waitrequest,
	input wire mem_readdatavalid,
	output reg [7:0] uart_data,
	output reg uart_valid,
	input wire uart_ready
);
parameter ADDR_W = 17;
parameter DATA_W = 32;
parameter ADDR_MIN = 17'h0;
parameter ADDR_MAX = 17'd79871;
reg [DATA_W-1:0] mem_data_q;
localparam ADDR_BYTES = (ADDR_W + 7) / 8;
localparam DATA_BYTES = (DATA_W + 7) / 8;
wire [ADDR_BYTES*8-1:0] addr_ex = { {(ADDR_BYTES*8-ADDR_W) {1'b0}}, mem_addr};
wire [DATA_BYTES*8-1:0] data_ex = { {(DATA_BYTES*8-DATA_W) {1'b0}}, mem_data_q};
function [7:0] Nibble_to_Char;
	input [3:0] in;
begin
	case (in)
		4'b0000: Nibble_to_Char =  "0";
		4'b0001: Nibble_to_Char =  "1";
		4'b0010: Nibble_to_Char =  "2";
		4'b0011: Nibble_to_Char =  "3";
		4'b0100: Nibble_to_Char =  "4";
		4'b0101: Nibble_to_Char =  "5";
		4'b0110: Nibble_to_Char =  "6";
		4'b0111: Nibble_to_Char =  "7";
		4'b1000: Nibble_to_Char =  "8";
		4'b1001: Nibble_to_Char =  "9";
		4'b1010: Nibble_to_Char =  "A";
		4'b1011: Nibble_to_Char =  "B";
		4'b1100: Nibble_to_Char =  "C";
		4'b1101: Nibble_to_Char =  "D";
		4'b1110: Nibble_to_Char =  "E";
		4'b1111: Nibble_to_Char =  "F";
	endcase
end
endfunction
localparam S_W 		= 4;
localparam S_IDLE 	= 4'd0;
localparam S_NEWLINE	= 4'd1;
localparam S_ADDR		= 4'd2;
localparam S_SEP		= 4'd3;
localparam S_READ		= 4'd4;
localparam S_SPACE	= 4'd5;
localparam S_NIBBLE	= 4'd6;
localparam S_DONE		= 4'd7;
reg [S_W-1:0] state;
reg [3:0] cnt;  
reg [3:0] word_cnt;  
task Goto_State;
	input [S_W-1:0] next;
begin
	state <= next;
	case (next)
		S_NEWLINE: begin
			uart_data <= 8'h0D;
			uart_valid <= 1'b1;
		end
		S_ADDR: begin
			uart_data <= Nibble_to_Char(
				addr_ex[((ADDR_BYTES*2-cnt)*4-1) -: 4]
			);
			uart_valid <= 1'b1;
			cnt <= cnt + 1'b1;
		end
		S_SEP: begin
			uart_data <= ":";
			uart_valid <= 1'b1;
		end
		S_SPACE: begin
			uart_data <= " ";
			uart_valid <= 1'b1;
		end
		S_READ: begin
			mem_read <= 1'b1;
		end
		S_NIBBLE: begin
			uart_data <= Nibble_to_Char(
				data_ex[(cnt^1'b1)*4+3 -: 4]
			);
			uart_valid <= 1'b1;
			cnt <= cnt + 1'b1;
		end
		S_DONE: begin
		end
	endcase
end
endtask
always @(posedge clk or negedge nreset)
	if (~nreset) begin
		mem_addr 	<= ADDR_MIN;
		mem_read 	<= 1'b0;
		uart_data 	<= 8'b0;
		uart_valid 	<= 1'b0;
		cnt			<= 4'b0;
		word_cnt		<= 4'b0;
		mem_data_q	<= {DATA_W{1'b0}};
		state 		<= S_IDLE;
	end else begin
		if (uart_valid) begin
			uart_valid <= 1'b0;
		end else
		if (mem_read) begin
			mem_read <= 1'b0;
		end else
		case (state)
			S_IDLE:
				Goto_State(S_NEWLINE);
			S_NEWLINE:
				if (uart_ready) begin
					Goto_State(S_ADDR);
				end
			S_ADDR:
				if (uart_ready) begin
					if (cnt == ADDR_BYTES*2) begin
						cnt <= 4'b0;
						Goto_State(S_SEP);
					end else begin
						Goto_State(S_ADDR);
					end
				end
			S_SEP:
				if (uart_ready) begin
					if (!mem_waitrequest) begin
						Goto_State(S_READ);
					end
				end
			S_READ:
				if (mem_readdatavalid) begin
					mem_data_q <= mem_data;
					mem_addr <= mem_addr + 1'b1;
					Goto_State(S_SPACE);
				end
			S_SPACE:
				if (uart_ready) begin
					Goto_State(S_NIBBLE);
				end
			S_NIBBLE:
				if (uart_ready) begin
					if (cnt == DATA_BYTES*2) begin
						cnt <= 4'b0;
						if (mem_addr == ADDR_MAX) begin
							Goto_State(S_DONE);
						end else begin
							if (word_cnt == 4'b11) begin
								word_cnt <= 4'b0;
								Goto_State(S_NEWLINE);
							end else begin
								word_cnt <= word_cnt + 4'b1;
								Goto_State(S_READ);
							end
						end
					end else begin
						if (cnt & 1'b1) begin
							Goto_State(S_NIBBLE);
						end else begin
							Goto_State(S_SPACE);
						end
					end
				end
			S_DONE: begin
			end
		endcase
	end
endmodule
==> run_results.csv <==
group,metric,value,unit
floorplan,die_x,102,um
routing,antenna_left,0,
worst_setup_path,cpMaxStageDelayCell,"xnor2_1",
hold_path,hold_depth,2,
final_timing,finalSetupViolations,0,
synthesis,ys_area,0.00402,sq mm
power_and_ir_drop,p_leak,0.00216,uW
routing,diodes,0,
cells_and_area,nFillCells,879,
final_timing,slew_violations,0,
clock_tree,cts_tree,"done",
final_timing,slew_headroom,0.357,
synthesis,yosysUniqueCellTypes,62,
floorplan,fp.dieH,102,um
routing,drcViolationCount,0,
floorplan,ios,64,
grt,grt_max_degree,52,
synthesis,async_flop_share,1.00,
clock_tree,ctsHoldBuffers,0,
clock_tree,clk_pin_slew,0.08,ns
worst_setup_path,endpoint,"uart_data[1]",
worst_setup_path,start_kind,"flop",
synthesis,synthCells,377,
power_and_ir_drop,switching_share,0.363,
power_and_ir_drop,pwr-share-comb,0.429,
synthesis,yosys.area.top_type_share,0.448,
worst_setup_path,rrSetupSlack,4.89,ns
routing,vias,3062,
synthesis,synth_warnings,1,
synthesis,ys_cells,377,
synthesis,netlist_area,0.00402,sq mm
placed_design,pre_cts_ws,4.59,ns
routing,routed_wl,8620,um
final_timing,hold_violations,0,
final_timing,period_used_share,0.417,
clock_tree,worstSkewPairLatency,0.34,ns
worst_setup_path,cp.required,8.66,ns
worst_setup_path,timing.rr.end,"uart_data[1]",
power_and_ir_drop,powerDensity,322,mW/mm^2
synthesis,synth-main-ff-cell,"dfrtp_1",
final_timing,worst_slew_pin_slew,0.958,ns
grt,grt_antenna_before_repair,0,
routing,viasPerCell,5.35,
synthesis,synth_seq_share,0.455,
placed_design,gp_congestion,0.850,
final_timing,period_minus_slack,3.51,ns
grt,grt_pass1_wl,14600,um
worst_setup_path,critPathMaxStageDelay,0.77,ns
worst_setup_path,critical_path_class,"reg2reg",
worst_setup_path,regToRegStartpoint,"cnt[1]",
worst_setup_path,path_cells,"ha_1 > xnor2_1 > nand2_1 > a31oi_1 > or2_2 > inv_1 > ha_1 > inv_1 > mux2i_1 > o22a_1 > o211ai_1",
clock_tree,cts_sinks,73,
run,cap_violations,0,
worst_setup_path,end_kind,"flop",
routing,dr.pass1.iters,4,
cells_and_area,final_common_cell,"dfrtp_1",
worst_setup_path,cp_max_fo,16,
placed_design,hpwlAfterDp,6230,um
placed_design,portBuffers,62,
clock_tree,cts-root-buf,"clkbuf_8",
grt,grt.overflow.total,0,
grt,grt_usage,0.187,
power_and_ir_drop,p_seq_frac,0.358,
cells_and_area,logic_area,0.00204,sq mm
synthesis,area_leaders,"dfrtp_1, mux2_2, mux4_2",
routing,detail_route.wl_per_cell,15.1,um
power_and_ir_drop,switching_power,583,uW
cells_and_area,ff_latch_area,0.00183,sq mm
hold_path,hold_path.class,"reg2reg",
clock_tree,cts_buffer_depth,2,
power_and_ir_drop,p_int,1020,uW
synthesis,largest_area_cell,"dfrtp_1",
floorplan,die-area,0.0105,sq mm
routing,drtIter0Drc,168,
outcome,status,"completed",
clock_tree,cts_resized,0,
worst_setup_path,critPathArrivalTime,3.77,ns
run,warnings,30,
cells_and_area,final_cell_mix,"dfrtp_1, clkdlybuf4s50_1, nand2_1, mux2_2, nor2_1",
clock_tree,post-cts-setup-buffer-count,0,
power_and_ir_drop,peakVddDrop,0.141,mV
floorplan,fp_util,0.411,
synthesis,edf_count,0,
floorplan,core-area,0.00977,sq mm
synthesis,avgSynthCellArea,10.7,sq um
power_and_ir_drop,clkPwrFrac,0.213,
worst_setup_path,rr_worst_depth,11,
final_timing,fmax,285,MHz
cells_and_area,drive_gt1_frac,0.155,
final_timing,finClkSkew,0.00797,ns
clock_tree,cts_buffers,9,
power_and_ir_drop,finalPower,1610,uW
final_timing,fin_ws,4.89,ns
clock_tree,h-tree-depth,3,
worst_setup_path,crit_path_start,"cnt[1]",
final_timing,setup_tns,0,ns
synthesis,numSynthFlops,73,
floorplan,row_count,36,
grt,grt_pass1_vias,2964,
final_timing,grt_setup_unrepaired,"no",
cells_and_area,area_growth,23.9,%
[area by class of cell]
cell class	count	area share
multi-input combinational	271	0.410
tap	133	0.0334
clock buffer	12	0.0311
clock inverter	4	0.0198
inverter	14	0.0105
timing repair buffer	65	0.129
sequential	73	0.367
[cell usage after synthesis, drive strengths merged, types with 8 or more instances]
library cell and n:
a21oi 15, buf 11, clkbuf 8, dfrtp 72, ha 10, inv 14
mux2 35, mux2i 13, nand2 34, nand3 9, nand4 9, nor2 28
o21ai 13, xnor2 13
[worst min path at each step]
| stage | slack [ns] | end | start |
|---|---|---|---|
| CTS | 0.49 | uart_data[6] | uart_data[6] |
| global route | 0.52 | uart_data[6] | uart_data[6] |
| finish | 0.48 | uart_data[6] | uart_data[6] |
[stage by stage]
stage / utilization / hold WS (ns) / cell area [sq um] / instances
after floorplan: - / 0.426 / 4020 / 377
after global placement: 0.484 / 0.472 / 4730 / 556
after detailed placement: 0.484 / 0.474 / 4730 / 556
after CTS: 0.510 / 0.490 / 4980 / 572
after global routing: 0.510 / 0.516 / 4980 / 572
final: 0.510 / 0.484 / 4980 / 572
[power groups by stage]
stage | Clock [uW] | Sequential, uW | Combinational (uW)
CTS | 354 | 575 | 697
finish | 342 | 575 | 690
global route | 373 | 598 | 778
[sequential cells by signal, indices dropped and copies added, names as in the netlist]
name / flops
uart_valid: 1
mem_data_q: 32
cnt: 4
state: 7
uart_data: 7
mem_addr: 17
word_cnt: 4
mem_read: 1
[metal layers]
metal	up-vias	wire (um)	global-route usage
li1	1488	-	-
met1	1478	4150	0.305
met2	87	4000	0.282
met3	9	363	0.0229
met4	0	113	0.0330
met5	-	0	0
[worst max-delay path, delay by kind of cell (launching register included)]
kind / cells / cell delay (ns)
XOR/XNOR: 1 / 0.77
buffers and inverters: 2 / 0.10
AND/OR/NAND/NOR: 2 / 0.34
adder cells (fa/ha/maj): 2 / 0.67
multiplexers: 1 / 0.06
flip-flops: 1 / 0.64
AND-OR/OR-AND: 3 / 0.84
[logic make-up (layout without fill, tap and decap cells)]
family / count (synthesis) / after routing / synth area share
DFF: 73 / 73 / 0.455
buffers and inverters: 33 / 95 / 0.0383
and+or+nand+nor: 112 / 112 / 0.133
muxes: 55 / 55 / 0.170
xor gates and xnor gates: 18 / 18 / 0.0392
other: 1 / 1 / 0.000933
AOI/OAI and AO/OA: 75 / 75 / 0.133
adders and majority gates: 10 / 10 / 0.0311
No activity file was given, so power comes from the tool's default toggle rates.
